==> ./design.v <==
module alu (
    aluSel, aluin1, aluin2, aluout
);
input [2:0] aluSel;
input [31:0] aluin1, aluin2;
output [31:0] aluout;
reg [31:0] r;
always @(*) begin
    case (aluSel)
        1: r = aluin1 - aluin2;  
        4: r = aluin2;  
        default: r = aluin1 + aluin2; 
    endcase
end
assign aluout = r;
endmodule
==> ./run.sh <==
#!/bin/bash
# OpenROAD 26Q1-2900-gdf79404cd8, Yosys 0.63+post, stock flow scripts
make -C /OpenROAD-flow-scripts/flow DESIGN_CONFIG=/design/flow/config.mk WORK_HOME=/design/flow/orfs finish
==> ./config.mk <==
export PLATFORM = sky130hd
export DESIGN_NAME = alu
export DESIGN_NICKNAME = alu
export VERILOG_FILES = /design/flow/design.v
export SDC_FILE = /design/flow/constraint.sdc
export NUM_CORES = 4
export LEC_CHECK = 1
export CORE_UTILIZATION = 40
==> ./constraint.sdc <==
current_design alu

set clk_period 23.8
set clk_io_pct 0.2

create_clock -name clk0 -period $clk_period

set non_clock_inputs [all_inputs -no_clocks]
set_input_delay [expr $clk_period * $clk_io_pct] -clock clk0 $non_clock_inputs
set_output_delay [expr $clk_period * $clk_io_pct] -clock clk0 [all_outputs]
==> qor.txt <==
Share of cells above drive strength 1 -> 2.35%
Final period util -> 59.6%
Cell Int Power -> 69.7 µW
Area grow syn2layout -> 37.3%
Die area -> 7380 µm²
Yosys simple share -> 26.1%
VDD IR max -> 0.0172 mV
Mux area share -> 1.82%
Cell area leaders -> ha_1, a21oi_1, xnor2_1, xor2_1, o21ai_0
Mapped Area -> 2820 µm²
Core Box Area -> 6790 µm²
Adder-Cell Fraction of Synth Area -> 14.9%
Headroom to the max-slew limit -> 52.4%
DR DRC count -> 0
Mapped Cells -> 430
Met1 Resource Use GR -> 36.0%
Top fanout value on the critical path -> 6
HP Class -> in2out
Count of tool warnings -> 33
Leakage dissipation -> 0.00155 µW
CP bufs+invs -> 2
Resized cells post-CTS -> 0
Largest net degree at the start of global routing -> 33
Total GRT Usage -> 26.4%
Setup Fix Bufs, Post-CTS -> 0
Post-Synth AOI/OAI Area -> 35.7%
Post-synth seq share -> 0%
Most numerous logic cells after layout -> clkdlybuf4s50_1, a21oi_1, nor2_1, nand2_1, o21ai_0
Startpoint types -> input port
Outcome -> finished, final reports clean
Vias per cell -> 5.62
RSZ-0062 raised after global routing -> false
Commonest Layout Cell -> clkdlybuf4s50_1
Total Wirelength -> 9290 µm
Top comb family, area -> AND-OR/OR-AND gates
ANT cells -> 0
FFs & Latches -> 0
Fillers -> 668
Die W -> 85.9 µm
Initial antenna violation count -> 0
GRT met2 Usage -> 47.2%
Placed cell area -> 3870 µm²
Standard-cell row count -> 30
Area leader, netlist -> ha_1
Critical path type -> in2out
Fmax -> 70.4 MHz
Overall Power -> 128 µW
Clk network pwr share -> 0%
Synth cell types -> 58
Post-route ant nets -> 0
Post-route cell area -> 3870 µm²
Vias in the first global route -> 3347
Post-DP HPWL -> 7740 µm
Synthesized area per cell -> 6.55 µm²
Switching pwr -> 57.9 µW
Routed wire per std cell -> 15.3 µm
Met3 Use GR -> 1.17%
Critical path capture point type -> primary output
Yosys Instances -> 430
Worst slew pin tran -> 707 ps
Vert. Die Dim -> 85.9 µm
Number of port buffers -> 99
Chip area in the Yosys report -> 2820 µm²
Comb area -> 2690 µm²
Max-cap violations -> 0
Fin. Hold Viols -> 0
Initial DRT Pass Iterations -> 4
CP most frequent cell -> clkdlybuf4s50_1
Top-area cell share -> 14.2%
Initial Util -> 41.5%
Grt ovf -> 0
Count of final setup violators -> 0
Gate power share -> 100.0%
Sw Ratio -> 45.4%
Final GP Congestion -> 0.967
Ys Warns -> 1
Setup TNS -> 0 ps
Final-layout clock buffer total -> 0
Top-Level Pins -> 99
Yosys xor share -> 16.8%
Global route hottest layer -> met2
Routed via count -> 3408
Hold buffers post-CTS -> 0
Worst path slowest cell -> o31ai_1
Starting DRT DRC Count -> 111
Register area -> 0 µm²
WP data arrival -> 9440 ps
Seq pwr share -> 0%
Critical Path Max Stage Delay -> 620 ps
Power Dens Cells -> 33.0 nW/µm²
Period minus WS final -> 14200 ps
Req. time, crit path -> 19040 ps
Cells along the critical path -> clkdlybuf4s50_1 -> or4_4 -> nand4bb_4 -> o31ai_1 -> xor2_1 -> ha_1 -> and2_0 -> nand3_1 -> a2111oi_0 -> a21boi_0 -> a211oi_1 -> mux2i_1 -> nor2_1 -> clkdlybuf4s50_1
Fin. max-slew vios -> 0
First-pass GRT wire length -> 15600 µm
CP delay by family, top -> AND-OR/OR-AND gates
## power by group through the flow
stage | clock network (µW) | logic, µW | registers, µW
4_1_cts | 0 | 128 | 0
6_report | 0 | 128 | 0
5_1_grt | 0 | 142 | 0
## path summary, 6_finish.rpt
kind        from         end  depth (start not counted)
min   aluin2[31]  aluout[31]                          3
max    aluin2[6]  aluout[25]                         14
## cells in the mapped netlist (2+ instances only)
cell type / instances
xnor2_1: 33
a211oi_1: 5
and4_1: 3
a21oi_1: 58
xor2_1: 21
nor2b_1: 2
nor4_1: 5
o211ai_1: 2
nand2b_1: 4
o31ai_1: 7
or3_4: 2
a21boi_0: 4
o21a_1: 4
or3_1: 3
o221ai_1: 2
o211a_1: 2
clkbuf_1: 18
nand2_1: 36
a21o_1: 12
and3_1: 3
nand4_1: 8
o21bai_1: 7
a41oi_1: 2
and2_1: 5
mux2i_1: 4
nor2_1: 46
nor3b_1: 4
o41ai_1: 3
inv_1: 13
o22ai_1: 2
nand3_1: 6
o21ai_0: 36
ha_1: 32
nor3_1: 8
a31oi_1: 5
## per-stage QoR
stage | instances | hold slack, ps | setup WS (ps) | utilization, %
floorplan | 430 | 9550 | 11080 | -
global placement | 606 | 10450 | 9700 | 56.9
detailed placement | 606 | 10460 | 9620 | 56.9
CTS | 606 | 10460 | 9600 | 56.9
global route | 606 | 10500 | 9140 | 56.9
finish | 606 | 10450 | 9600 | 56.9
## cell families (layout without fill, tap and decap cells)
kind of cell             count (synthesis)  count (layout)
AND-OR/OR-AND                          161             161
XOR/XNOR                                54              54
adder cells (fa/ha/maj)                 33              33
multiplexers                             5               5
AND/OR/NAND/NOR                        143             143
buffers and inverters                   34             114
## per-layer routing
metal,wire [µm],part of all wire [%],up-vias
li1,-,-,1766
met1,4280,46,1517
met2,4410,47,115
met3,460,4.9,10
met4,133,1.4,0
met5,0,0,-
## layout make-up
class	instances	share of cell area [%]
well taps	96	3.11
repair buffers	101	26.0
inverters	13	1.26
multi-input cells	396	69.6
Power is estimated from default activity; no workload was simulated.
