`flow/run.sh`:
```
#!/bin/bash
# OpenROAD 26Q1-2900-gdf79404cd8, Yosys 0.63+post, stock flow scripts
make -C /OpenROAD-flow-scripts/flow DESIGN_CONFIG=/design/flow/config.mk WORK_HOME=/design/flow/orfs finish
```
`flow/config.mk`:
```
export PLATFORM = sky130hd
export DESIGN_NAME = branchcomp
export DESIGN_NICKNAME = branchcomp
export VERILOG_FILES = /design/flow/design.v
export SDC_FILE = /design/flow/constraint.sdc
export NUM_CORES = 4
export LEC_CHECK = 1
export CORE_AREA = 10 10 103 103
export DIE_AREA = 0 0 113 113
```
`flow/constraint.sdc`:
```
current_design branchcomp

set clk_period 5.2
set clk_io_pct 0.2

create_clock -name clk0 -period $clk_period

set non_clock_inputs [all_inputs -no_clocks]
set_input_delay [expr $clk_period * $clk_io_pct] -clock clk0 $non_clock_inputs
set_output_delay [expr $clk_period * $clk_io_pct] -clock clk0 [all_outputs]
```
`flow/design.v`:
```
module branchcomp (
    input1, input2, BrUn, BrEq, BrLt
);
input [31:0] input1;
input [31:0] input2;
input BrUn;
output BrEq, BrLt;
reg BrEqR, BrLtR;
reg [31:0] r1, r2;
reg [30:0] ru1, ru2;
reg r1_31, r2_31;
always @(*) begin
    r1 = input1;
    r2 = input2;
    ru1 = input1 [30:0];
    ru2 = input2 [30:0];
    r1_31 = input1[31];
    r2_31 = input2[31];
    if(BrUn) begin
        if(r1 != r2) begin
            BrEqR = 0;
            BrLtR = (r1 < r2) ? 1 : 0; 
        end
        else BrEqR = 1;
    end
    else begin  
        if(r1_31 != r2_31) begin 
            if(ru1 == 0 && ru2 == 0) BrEqR = 1;
            else begin
                BrEqR = 0;
                if(r1_31 == 1) BrLtR = 1;
                else  BrLtR = 0;
            end 
        end
        else begin
            if(ru1 != ru2) begin
                BrEqR = 0;
                if(r1_31 == 1) BrLtR = (ru1 > ru2) ? 1 : 0; 
                else           BrLtR = (ru1 < ru2) ? 1 : 0;  
            end
            else BrEqR = 1;
        end
    end
end
assign BrEq = BrEqR;
assign BrLt = BrLtR;
endmodule
```
==> results_slide.txt <==
Synthesis and Place & Route Summary

Global routing
  – Initial antenna violation count: 0
  – Vias in the first global route: 1,450
  – Largest net degree at the start of global routing: 6
  – First-pass GRT wire length: 7.20 mm
  – Global-route congestion overflow total: 0
  – GRT Total Usage: 0.0696

Logic synthesis
  – Synth flops: 1
  – Cell count listed in synth_stat.txt: 151
  – Cell variety after synth: 32
  – Number of enable flip-flop cells: 0
  – FFs w/ async S/R, synth: 0
  – Post-Syn Instances: 151
  – Yosys chip area: 1070 um2
  – Mapped cell area: 1070 um2
  – Synth warn: 1
  – Avg Inst Size Synth: 7.06 um2
  – Post-synth top flop: dlxtn_1

STA
  – Smallest hold slack: 3.37 ns
  – RSZ-0062 raised after global routing: false
  – Period utilization: 0.883
  – Final Hold Fails: 0
  – Register pins left without a clock: 1
  – Max Slew Vio Count: 0
  – Relative slew slack: 0.747
  – Fin Setup TNS: 0 ns
  – Final setup fails: 0
  – Worst Tran Pin Value: 0.376 ns
  – Fmax: 218 MHz
  – Crit path time final: 4.59 ns
  – Number of unconstrained endpoints: 2

Route
  – Mean number of vias per cell: 4.06
  – Number of diodes: 0
  – Per-cell routed wire length: 14.2 um
  – Post-route ant nets: 0
  – Starting DRT DRC Count: 29
  – Drt total wl: 4.58 mm
  – First-pass iteration count of the detailed router: 4
  – # DRC: 0
  – Via count: 1,310

Setup path
  – Critical path origin: input2[21]
  – Critical path arrival: 3.55 ns
  – CP Max Fanout: 4
  – Worst Setup End Kind: output pin
  – Crit path buffers/inverters: 3
  – Worst path slowest cell: or4_4
  – CP Launch Type: input port
  – Worst endpoint required time: 4.16 ns
  – Most numerous cell on the critical path: clkdlybuf4s50_1
  – Top Family by Delay on Critical Path: simple AND/OR/NAND/NOR gates
  – CP Cell Sequence: clkdlybuf4s50_1 > inv_1 > ha_1 > nand4_1 > or4_4 > nor4_2 > or2_1 > clkdlybuf4s50_1
  – Critical path class: in -> out
  – CP max stage delay: 0.60 ns

Layout
  – Largest register FFs: 1
  – Layout area overhead: 75.2%
  – Fraction of layout cells with a size suffix above 1: 0.0275

Die
  – FP Util: 0.128
  – Die Size: 12,800 um2
  – Die W: 113 um
  – Die Y: 113 um
  – Area of the core: 8300 um2
  – Row count: 33
  – I/O pin count: 67

Placed design
  – Port bufs: 67
  – Detailed placement HPWL: 4.38 mm
  – Routability cong.: 0.851

CTS
  – Hold buffer count at CTS: 0
  – Post-CTS Setup Inserts: 0
  – Post-cts repair resize count: 0

Outcome
  – Outcome: complete, no violations

Pwr
  – Pint: 0.0000754 W
  – Reg power frac: 0.003
  – Combinational Power Share: 0.997
  – Leak: 0.834 nW
  – Switching share of power: 0.417
  – Pwr dens: 69.3 nW/um2
  – Worst vdd rail ir drop: 0.0000267 V
  – Psw: 0.0000540 W
  – Clock share of power: 0

Min path
  – HP Start: input2[26]
  – Hold Crit Class: in -> out

Run
  – Max cap viols: 0
  – Log Warnings: 32
## cells by family (layout without fill, tap and decap cells)
| kind of cell | Yosys count | in the layout | synth area share |
|---|---|---|---|
| fa+ha+maj | 32 | 32 | 0.376 |
| buf+inv | 33 | 100 | 0.116 |
| compound gates | 27 | 27 | 0.173 |
| simple gates | 58 | 58 | 0.322 |
| latches | 1 | 1 | 0.0141 |
## layer usage
| metal | track usage | share of wire |
|---|---|---|
| met2 | 0.121 | 0.44 |
| met1 | 0.0866 | 0.46 |
| met5 | 0 | 0 |
| met4 | 0 | 0 |
| met3 | 0.0230 | 0.092 |
## path summary, 6_finish.rpt
kind / depth (start not counted) / to / slack [ns]
worst max-delay path: 8 / BrEq / 0.61
worst min-delay path: 6 / BrEq / 3.37
## cell usage in the layout (no fill, tap or decap)
cell             instances
a211oi_1                 2
o31ai_1                  1
a21o_1                   2
a21oi_1                 11
nand3_1                  6
nand4_2                  1
a221oi_1                 1
clkdlybuf4s50_1         67
nor2b_1                  2
nand2_1                  8
a211oi_2                 1
o211ai_1                 1
and3_1                   1
nor4_1                  17
o32ai_1                  1
nand2b_1                 1
and4_1                   1
nor4_2                   1
dlxtn_1                  1
nand4_1                 10
nor3_1                   1
o21ba_2                  1
o31ai_2                  1
o21a_1                   1
inv_1                   33
or2_1                    2
nor2_1                   5
o21ai_1                  2
o2bb2ai_1                1
o21ai_0                  1
or4_4                    1
nor3b_1                  1
ha_1                    32
## cell usage after synthesis (2+ instances only)
cell      number  area (um2)
or2_1          2        12.5
a21oi_1       11        55.1
nor2b_1        2        12.5
ha_1          32         400
o21ai_1        2        10.0
inv_1         33         124
nand3_1        6        30.0
nor4_1        17         106
nor2_1         5        18.8
nand2_1        8        30.0
a21o_1         2        15.0
a211oi_1       2        15.0
nand4_1       10        62.6
## stage by stage
step | utilization | worst slack, ns | cells | cell area, um2 | total power [W]
floorplan | - | 1.79 | 151 | 1070 | 0.0000571
global placement | 0.225 | 0.600 | 323 | 1870 | 0.000128
detailed placement | 0.225 | 0.592 | 323 | 1870 | 0.000129
CTS | 0.225 | 0.590 | 323 | 1870 | 0.000130
global route | 0.225 | 0.482 | 323 | 1870 | 0.000146
finish | 0.225 | 0.609 | 323 | 1870 | 0.000129
## final cells by class
class / instances / area (um2)
fillers: 886 / 6430
inverters: 33 / 124
multi-input cells: 117 / 927
flip-flops and latches: 1 / 15.0
well taps: 105 / 131
repair buffers: 67 / 671
## power groups by stage
stage | registers, W | clock network (W) | logic [W]
4_1_cts | 0.000000383 | 0 | 0.000130
5_1_grt | 0.000000383 | 0 | 0.000145
6_report | 0.000000382 | 0 | 0.000129
Power figures rest on the tool's default switching activity, not on a simulated workload.
