$ cat ./config.mk
export PLATFORM = sky130hd
export DESIGN_NAME = registor
export DESIGN_NICKNAME = registor
export VERILOG_FILES = /design/flow/design.v
export SDC_FILE = /design/flow/constraint.sdc
export NUM_CORES = 4
export LEC_CHECK = 1
export CORE_UTILIZATION = 40
$ cat ./constraint.sdc
current_design registor

set clk_period 5.1
set clk_io_pct 0.2

create_clock -name clk0 -period $clk_period [get_ports {clk}]

set non_clock_inputs [all_inputs -no_clocks]
set_input_delay [expr $clk_period * $clk_io_pct] -clock clk0 $non_clock_inputs
set_output_delay [expr $clk_period * $clk_io_pct] -clock clk0 [all_outputs]
$ cat ./design.v
module registor (
    clk, rst, RegWEn, Writedata, rs1, rs2, rd, ReadData1, ReadData2
);
input clk, rst, RegWEn;
input [31:0] Writedata;
input [4:0] rs1, rs2, rd;
output [31:0] ReadData1, ReadData2;
reg [31:0] array [31:0];
assign ReadData1 = array[rs1];
assign ReadData2 = array[rs2];
always @(posedge clk) begin
    if(RegWEn)
        array[rd] = Writedata;   
end
initial begin
        array[0] = 32'd1;
        array[1] = 32'd52;
        array[2] = 32'd3;
        array[3] = 32'd4;
        array[4] = 32'd5;
        array[5] = 32'd6;
        array[6] = 32'd7;
        array[7] = 32'd8;
        array[8] = 32'd9;
        array[9] = 32'd10;
        array[10] = 32'd11;
        array[11] = 32'd12;
        array[12] = 32'd13;
        array[13] = 32'd14;
        array[14] = 32'd15;
        array[15] = 32'd16;
        array[16] = 32'd17;
        array[17] = 32'd18;
        array[18] = 32'd9;
        array[19] = 32'd20;
        array[20] = 32'd21;
        array[21] = 32'd22;
        array[22] = 32'd23;
        array[23] = 32'd24;
        array[24] = 32'd25;
        array[25] = 32'd26;
        array[26] = 32'd27;
        array[27] = 32'd28;
        array[28] = 32'd29;
        array[29] = 32'd30;
        array[30] = 32'd31;
        array[31] = 32'd32;
end
endmodule
$ cat ./run.sh
#!/bin/bash
# OpenROAD 26Q1-2900-gdf79404cd8, Yosys 0.63+post, stock flow scripts
make -C /OpenROAD-flow-scripts/flow DESIGN_CONFIG=/design/flow/config.mk WORK_HOME=/design/flow/orfs finish
==> flow_metrics.env <==
# implementation run metrics
export IMPL_final_util_pct=47.0
export IMPL_fa_ha_area_share_pct=0
export IMPL_chip_area_mm2=0.123
export IMPL_synthTopLogicFamily="multiplexers"
export IMPL_post_cts_resize_count=0
export IMPL_ys_chip_area_mm2=0.0488
export IMPL_grt_setup_unrepaired="no"
export IMPL_cap_viol_max_count=0
export IMPL_wire_per_inst_um=28.4
export IMPL_critical_path_required_ns=4.08
export IMPL_initial_utilization_pct=40.5
export IMPL_layout_filler_cells=10300
export IMPL_comb_power_share_pct=9.6
export IMPL_final_cell_area_mm2=0.0566
export IMPL_count_of_tool_warnings=27
export IMPL_largest_register_ffs=1024
export IMPL_worstSetupPathType="in2out"
export IMPL_cp_slowest_stage_delay_ns=0.68
export IMPL_cell_count_listed_in_synth_stat_txt=3386
export IMPL_maximum_number_of_pins_on_one_net_before_global_route_repair=63
export IMPL_highest_count_cells_in_the_layout_ignoring_fill_and_taps="1024 x sky130_fd_sc_hd__mux2i_1, 1024 x sky130_fd_sc_hd__edfxtp_1, 194 x sky130_fd_sc_hd__nand3_1"
export IMPL_overflow=0
export IMPL_cts_post_setup_buffers_inserted=0
export IMPL_clk_pin_slew_ns=0.05
export IMPL_top_area_share_pct=63.0
export IMPL_slowest_stage="sky130_fd_sc_hd__clkdlybuf4s50_1"
export IMPL_synthTopCellsByArea="sky130_fd_sc_hd__edfxtp_1 63%, sky130_fd_sc_hd__mux2i_1 21%, sky130_fd_sc_hd__a22oi_1 3.0%, sky130_fd_sc_hd__a22o_1 2.3%, sky130_fd_sc_hd__nand3_1 2.0%"
export IMPL_placeableCoreArea_mm2=0.120
export IMPL_tightest_slew_ns=0.754
export IMPL_syn2layout_area_growth_pct=16.1
export IMPL_worstPathMaxFanout=37
export IMPL_synth_cellmix_simpleShare_pct=4.71
export IMPL_place_detailed_instances=5087
export IMPL_n_antenna_cell=0
export IMPL_cts_root_buffer="sky130_fd_sc_hd__clkbuf_16"
export IMPL_timing_final_max_slew_violations=0
export IMPL_swShare_pct=23.0
export IMPL_synthXorXnorAreaFrac_pct=0
export IMPL_ys_warnings_count=1
export IMPL_post_synth_instance_area_mm2=0.0488
export IMPL_clock_period_minus_final_worst_setup_slack_ns=4.75
export IMPL_pwr_share_clk_pct=40.9
export IMPL_end_kind="output pin"
export IMPL_layout_area_seq_mm2=0.0307
export IMPL_syn_inst=3386
export IMPL_totalWireLength_um=150000
export IMPL_layout_cell_share_with_drive_strength_beyond_1_pct=11.8
export IMPL_finalSetupTns_ns=0
export IMPL_timing_hold_worst_class="in2reg"
export IMPL_share_seq_of_total_power_pct=49.5
export IMPL_number_of_global_route_vias_before_repair=32000
export IMPL_dpl_hpwl_um=86500
export IMPL_hold_fails_final_rpt=0
export IMPL_switching_power_mw=4.37
export IMPL_grt_pass1_wl_um=214000
export IMPL_routabilityCongestion=0.887
export IMPL_critical_path_startpoint_category="input pin"
export IMPL_finalSetupViolCount=0
export IMPL_cellLeakagePower_nw=20.9
export IMPL_pre_cts_setup_slack_ns=0.404
export IMPL_crit_path_cell_trace="clkdlybuf4s50_1 > nor2b_4 > buf_12 > buf_12 > buf_4 > a22o_1 > nor3_1 > a31oi_1 > nand3_1 > clkdlybuf4s50_1"
export IMPL_number_of_buffers_added_to_fix_hold_violations_after_cts=0
export IMPL_layoutNonFillerInstCount=5279
export IMPL_irDropWorstVdd_mv=0.251
export IMPL_die_y_um=351
export IMPL_antenna_violations_before_repair=3
export IMPL_postLayoutSetupSlackWorst_ns=0.345
export IMPL_mi_logic_area_mm2=0.0168
export IMPL_tritoncts_num_sinks=1024
export IMPL_cts_buffers=104
export IMPL_outcome="finished clean"
export IMPL_design_portCount=114
export IMPL_fin_total_pwr_mw=19.0
export IMPL_viasPerCell=5.86
export IMPL_achievable_frequency_mhz=210
export IMPL_synth_yosys_seq_area_share_pct=63.0
export IMPL_intPower_mw=14.6
export IMPL_max_clock_path_buffers=3
export IMPL_rows=127
export IMPL_final_period_utilization_pct=93.2
export IMPL_power_density_mw_per_mm2=336
export IMPL_timing_hold_worst_endpoint="array[25][8]"
export IMPL_h_tree_depth=3
export IMPL_numSynthFlops=1024
export IMPL_worstHoldStart="Writedata[8]"
export IMPL_gr_usage_all_layers_pct=26.2
export IMPL_iteration_count_of_the_initial_detailed_routing_pass=5
export IMPL_drt_antenna_violating_nets=0
export IMPL_mux_share_pct=21.0
export IMPL_compound_area_share_pct=8.04
export IMPL_io_buffer_count=112
export IMPL_post_synth_cell_area_avg_um2=14.4
export IMPL_route_vias_total=31000
export IMPL_drt_iter0_drc=1903
export IMPL_holdPathStages=2
export IMPL_timing_slew_headroom_pct=49.6
export IMPL_clock_tree_from_tritoncts="built"
export IMPL_die_size_x_um=351
export IMPL_yosysUniqueCellTypes=23
export IMPL_worst_endpoint_arrival_ns=3.73
export IMPL_placement_cell_area_mm2=0.0532
export IMPL_drc=0
export IMPL_largest_area_cell="sky130_fd_sc_hd__edfxtp_1"
export IMPL_hold_slack_ns=1.16
==> power by group through the flow <==
stage | clock network (mW) | logic [mW] | registers, mW
CTS | 7.88 | 1.82 | 9.40
global route | 8.19 | 1.94 | 9.41
finish | 7.78 | 1.82 | 9.40
==> cells in the mapped netlist <==
master,number
sky130_fd_sc_hd__a21oi_1,192
sky130_fd_sc_hd__a22o_1,128
sky130_fd_sc_hd__a22oi_1,192
sky130_fd_sc_hd__a31oi_1,64
sky130_fd_sc_hd__and2_1,2
sky130_fd_sc_hd__buf_1,1
sky130_fd_sc_hd__buf_2,70
sky130_fd_sc_hd__buf_4,47
sky130_fd_sc_hd__buf_6,45
sky130_fd_sc_hd__clkbuf_1,86
sky130_fd_sc_hd__clkbuf_4,4
sky130_fd_sc_hd__edfxtp_1,1024
sky130_fd_sc_hd__mux2i_1,1024
sky130_fd_sc_hd__nand2_1,195
sky130_fd_sc_hd__nand2b_1,4
sky130_fd_sc_hd__nand3_1,194
sky130_fd_sc_hd__nand3b_1,5
sky130_fd_sc_hd__nor2_1,35
sky130_fd_sc_hd__nor2b_1,4
sky130_fd_sc_hd__nor3_1,64
sky130_fd_sc_hd__or2_2,2
sky130_fd_sc_hd__or3_1,1
sky130_fd_sc_hd__or3b_2,3
==> worst max path at each step <==
stage / start / end / slack [ns]
final: rs2[2] / ReadData2[19] / 0.35
after global routing: rs1[2] / ReadData1[2] / 0.24
after CTS: rs2[2] / ReadData2[19] / 0.39
==> final cells by class <==
cell class	count	share of cell area [%]
Timing Repair Buffer	342	6.40
Clock buffer	126	4.78
Clock inverter	66	1.32
Tap cell	1612	3.56
Sequential cell	1024	54.3
Multi-Input combinational cell	2109	29.6
==> metal layers <==
metal	share of wire [%]	global-route usage [%]
met1	35	32.0
met2	47	39.5
met3	14	16.3
met4	3.6	7.79
met5	0.060	0.392
==> cell families (layout without fill, tap and decap cells) <==
family                 count (synthesis)  in the layout
multiplexers                        1024           1024
buffers and inverters                253            534
flip-flops                          1024           1024
AND/OR/NAND/NOR                      509            509
AND-OR/OR-AND                        576            576
==> critical path, delay by kind of cell <==
kind / cells / cell delay [ns]
buffers and inverters: 5 / 1.86
AND-OR/OR-AND: 2 / 0.34
AND/OR/NAND/NOR: 3 / 0.43
No activity file was given, so power comes from the tool's default toggle rates.
